[flow/run.sh]
#!/bin/bash
# OpenROAD 26Q1-2900-gdf79404cd8, Yosys 0.63+post, stock flow scripts
make -C /OpenROAD-flow-scripts/flow DESIGN_CONFIG=/design/flow/config.mk WORK_HOME=/design/flow/orfs finish
[flow/config.mk]
export PLATFORM = sky130hd
export DESIGN_NAME = motor_click
export DESIGN_NICKNAME = motor_click
export VERILOG_FILES = /design/flow/design.v
export SDC_FILE = /design/flow/constraint.sdc
export NUM_CORES = 4
export LEC_CHECK = 1
export CORE_UTILIZATION = 30
[flow/constraint.sdc]
current_design motor_click

set clk_period 3.4
set clk_io_pct 0.2

create_clock -name clk0 -period $clk_period [get_ports {clk_48}]

set non_clock_inputs [all_inputs -no_clocks]
set_input_delay [expr $clk_period * $clk_io_pct] -clock clk0 $non_clock_inputs
set_output_delay [expr $clk_period * $clk_io_pct] -clock clk0 [all_outputs]
[flow/design.v]
module motor_click
(
input  clk_48    , 
input  reset_n   ,
input  EN_180_90 ,         
input  command   ,
input   [11:0] pos ,
output reg [11:0] errorabs,
output reg signed [11:0] error,
output reg errorsign 
);
reg   [11:0] next_errorabs ;
reg signed  [11:0] next_error ;
reg   [11:0] pos_reg ; 
reg next_errorsign;
always @(posedge clk_48 or negedge reset_n)
begin
    if (reset_n == 0) 
	 begin
	 errorabs <= 0 ;
	 error <=  0 ;
	 pos_reg <= 0 ;
	 errorsign <= 0;
	 end
    else
	 begin
	    pos_reg  <= pos ;
       error  <= next_error ;  
		 errorabs  <= next_errorabs ;
		 errorsign <= next_errorsign ;
	 end		
end
always @(*)
begin 
   next_error  = error ;
   next_errorabs = errorabs ;
	next_errorsign = errorsign ;
	if (EN_180_90 ==  0 ) 
	begin
	   next_error = 174 - pos_reg ;
	   if(next_error < 0)	begin
		next_errorabs =  -next_error ;
		next_errorsign = 1;
		end
	   else begin
		next_errorabs = next_error ;
		next_errorsign = 0;
		end
	end
	if (EN_180_90 ==  1 ) 
	begin
	next_error = 87 - pos_reg ;
      if(next_error < 0 )	begin	
		next_errorabs =  -next_error ;
		next_errorsign = 1;
		end
	   else begin
		next_errorabs = next_error ;
	   next_errorsign = 0;
		end
   end
end 
endmodule 
==> out/results.env <==
CLOCKROOTBUFFER='sky130_fd_sc_hd__clkbuf_8'
FILLER_CELL_COUNT=723
EDF_COUNT=0
POST_PLACEMENT_WORST_SETUP_SLACK_NS=0.6468
FINAL_LAYOUT_SIZE_SUFFIX_GT1_SHARE_PCT=8.614
CRIT_PATH_START_KIND='flip-flop'
SYNTH.TOP_CELLS.BY_COUNT='sky130_fd_sc_hd__dfrtp_1, sky130_fd_sc_hd__xnor2_1, sky130_fd_sc_hd__nor2_1'
NUMCLOCKSINKS=35
WL_UM=4748
MAX-CAP-VIOLATIONS=0
GP_CONGESTION=0.8794
CTS_MADE_BUFFERS=5
DRT_ITER0_DRC=103
CRIT_PATH_CELL_TRACE='inv_1, ha_1, nor2b_1, o221a_4, or3_1, nand2_1, a21o_1, a221o_1'
DRT.ANTENNA.VIOLATING_NETS=0
TOP_CELLS_BY_AREA='sky130_fd_sc_hd__dfrtp_1, sky130_fd_sc_hd__xnor2_1, sky130_fd_sc_hd__xor2_1, sky130_fd_sc_hd__ha_1, sky130_fd_sc_hd__mux2i_1'
SEQ_CELL_AREA_SQ_UM=875.8
NUM_IO_PINS=41
WORST_SETUP_PATH_END_KIND='flip-flop'
CLOCK_TREE_FROM_TRITONCTS='built'
SETUP_TOTAL_NEGATIVE_SLACK_NS=0
SYNTH_ASYNC_SR_FLOP_SHARE_PCT=100.0
DIODES=0
POST_CTS_RESIZED=0
FLOORPLAN.DIE.HEIGHT_UM=88.65
GRT_OVERFLOW_TOTAL=0
YOSYSWARNINGCOUNT=1
POSTCTSHOLDBUFS=0
CHIP_AREA_SQ_UM=7858
RSZ_0062_RAISED_AFTER_GLOBAL_ROUTING='false'
SYNTHCELLS=234
WORSTSKEWPAIRLATENCY_NS=0.28
GLOBAL_ROUTE.USAGE.TOTAL_PCT=13.28
FIN_SKEW_NS=0.003487
INITIAL_CORE_UTIL_PCT=31.05
TOP_AREA_SHARE_PCT=38.89
AREA_GROWTH_SYN_TO_LAYOUT_PCT=23.50
FINAL_UTIL_PCT=38.35
TIMING.CRITICAL_PATH.FANOUT_MAX=14
TIMING.CRITICAL_PATH.ARRIVAL_NS=2.98
FP.COREAREA_SQ_UM=7253
SLOWEST_STAGE='sky130_fd_sc_hd__dfrtp_1'
YS_SEQ_SHARE_PCT=38.89
SLEW_VIOL_FINAL=0
PLACEDINSTANCEAREA_SQ_UM=2681
SYNTH_TOP_CELL_BY_AREA='sky130_fd_sc_hd__dfrtp_1'
FIN_AREA_SQ_UM=2781
GRT_PASS1_WL_UM=8010
PLACE.DETAILED.HPWL_UM=3440
POST-CTS-SETUP-BUFFER-COUNT=0
CTS_MAX_PATH_BUFFERS=2
ROWS=31
GRT_START_MAX_NET_PINS=36
AREA.COMBINATIONAL_SQ_UM=1231
FMAXACHIEVABLE_MHz=355.9
WORST_PATH_DOMINANT_CELL_FAMILY='AND-OR/OR-AND gates'
NUM_VIAS=1753
VIAS_PER_CELL=4.790
YOSYS.STAT.CHIPAREA_SQ_UM=2252
CELLPOWERDENSITY_nW_PER_UM2=389.8
YS_TYPES=55
CRIT_REQUIRED_NS=3.57
VDD.IR_DROP.WORST_V=0.0001395
CP_SLOWEST_STAGE_DELAY_NS=0.60
FINAL_PERIOD_DEMAND_OF_THE_WORST_PATH_NS=2.810
YOSYS_CELLS=234
FINAL-HOLD-VIOLATION-COUNT=0
DIE-WIDTH_UM=88.65
TIGHTEST_SLEW_NS=0.7564
GRT_ANTENNA_BEFORE_REPAIR=0
HOLD_PATH_CLASS='flip-flop to flip-flop'
DETAIL_ROUTE.FIRST_PASS.ITERATIONS=4
WL_PER_CELL_UM=12.97
TIMING.FINAL.CRIT_SHARE_PCT=82.65
TOP_CELL='sky130_fd_sc_hd__dfrtp_1'
DRC_ERRORS=0
CRITPATHBUFINV=1
HTREE_LEVELS=2
ROUTE.MET2.WL_UM=2078
STATUS='finished, final reports clean'
SYNTH-MAIN-FF-CELL='sky130_fd_sc_hd__dfrtp_1'
YOSYS_REGISTER_BITS=35
LEAKAGE_nW=1.111
PORT_BUFFERS=39
DETAIL_ROUTE_MET3_WL_UM=207
FIRST_GLOBAL_VIAS=1631
TOPROUTINGLAYERUSED='met4'
SYNTH_CELL_AREA_SQ_UM=2252
ROUTEDLENGTHMET1_UM=2371
POST_SYNTH.CELL_AREA_AVG_SQ_UM=9.625
TOOL_WARNINGS=30
PATH_CLK_SLEW_NS=0.07
WORSTSETUPPATHTYPE='flip-flop to flip-flop'
MAXSLEWHEADROOM_PCT=49.11
SETUP_VIOLATIONS=0
TIMING.FINAL.WS_SETUP_NS=0.5898
power by group:
group | total [W] | internal [W] | leakage, nW | switching, W
sequential | 0.000491 | 0.000460 | 0.410 | 0.0000309
combinational | 0.000268 | 0.000156 | 0.649 | 0.000112
clock | 0.000325 | 0.000185 | 0.0515 | 0.000140
through the flow:
| stage | cells | power (W) | hold slack (ns) |
|---|---|---|---|
| after floorplan | 234 | 0.0006417 | 0.3844 |
| after global placement | 358 | 0.0007655 | 0.6648 |
| after detailed placement | 358 | 0.0007677 | 0.6699 |
| after CTS | 366 | 0.001103 | 0.6846 |
| after global routing | 366 | 0.001156 | 0.7403 |
| final | 366 | 0.001084 | 0.6870 |
worst reg2reg max path: stages (launching register included):
cell and delay, ns:
sky130_fd_sc_hd__dfrtp_1 0.60, sky130_fd_sc_hd__inv_1 0.23, sky130_fd_sc_hd__ha_1 0.30, sky130_fd_sc_hd__nor2b_1 0.20, sky130_fd_sc_hd__o221a_4 0.25, sky130_fd_sc_hd__or3_1 0.32
sky130_fd_sc_hd__nand2_1 0.24, sky130_fd_sc_hd__a21o_1 0.21, sky130_fd_sc_hd__a221o_1 0.34
worst paths after layout:
| kind | from | endpoint | slack (ns) | cells past startpoint |
|---|---|---|---|---|
| max reg2reg | pos_reg[3] | errorabs[9] | 0.59 | 8 |
| min | pos_reg[1] | error[1] | 0.69 | 1 |
| min in group asynchronous | reset_n | errorabs[9] | 0.80 | 2 |
| min reg2reg | pos_reg[1] | error[1] | 0.69 | 1 |
| max in group asynchronous | reset_n | error[0] | 2.30 | 2 |
| max | pos_reg[3] | errorabs[9] | 0.59 | 8 |
cells by family (layout without fill, tap and decap cells):
logic type / after synthesis / count (layout) / synth area share (%)
AND-OR/OR-AND: 55 / 55 / 18.00
adder cells (fa/ha/maj): 6 / 6 / 3.333
AND/OR/NAND/NOR: 68 / 68 / 16.00
buffers and inverters: 27 / 60 / 6.444
XOR/XNOR: 34 / 34 / 13.22
multiplexers: 9 / 9 / 4.111
flip-flops: 35 / 35 / 38.89
cell usage in the layout (no fill, tap or decap), drive strengths merged, types with 6 or more instances in the layout:
master         count
clkdlybuf4s50     39
nand2             14
dfrtp             35
xor2              14
clkbuf             8
inv               10
nand2b             6
xnor2             20
nor2              16
a21oi             12
mux2i              7
nand3              7
ha                 6
o21ai              9
final cells by class:
cell class	instances	share of cell area, %
tap	99	4.453
clock buffer	8	3.599
inverter	10	1.350
sequential	35	31.49
multi-input combinational	172	44.26
timing repair buffer	42	14.84
layer usage:
metal / GRT usage [%] / up-vias
met5: 0 / -
met4: 1.760 / 0
met3: 1.608 / 7
met2: 19.51 / 52
met1: 21.89 / 806
li1: - / 888
Power and IR drop assume default switching activity.

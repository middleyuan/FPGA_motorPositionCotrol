`run.sh`:
```
#!/bin/bash
# OpenROAD 26Q1-2900-gdf79404cd8, Yosys 0.63+post, stock flow scripts
make -C /OpenROAD-flow-scripts/flow DESIGN_CONFIG=/design/flow/config.mk WORK_HOME=/design/flow/orfs finish
```
`config.mk`:
```
export PLATFORM = sky130hd
export DESIGN_NAME = group3_Decoder
export DESIGN_NICKNAME = group3_Decoder
export VERILOG_FILES = /design/flow/design.v
export SDC_FILE = /design/flow/constraint.sdc
export NUM_CORES = 4
export LEC_CHECK = 1
export CORE_UTILIZATION = 30
```
`constraint.sdc`:
```
current_design group3_Decoder

set clk_period 5.0
set clk_io_pct 0.2

create_clock -name clk0 -period $clk_period [get_ports {clk_48}]

set non_clock_inputs [all_inputs -no_clocks]
set_input_delay [expr $clk_period * $clk_io_pct] -clock clk0 $non_clock_inputs
set_output_delay [expr $clk_period * $clk_io_pct] -clock clk0 [all_outputs]
```
`design.v`:
```
module group3_Decoder(clk_48,Hall_A, Hall_B,dir, pos,cyc,Vel,reset_n);
input  clk_48; 
input  Hall_A ;
input  Hall_B ;
input  reset_n;
output reg  dir  ;
output reg [11:0] pos;
output reg [3:0] cyc  ;
output reg [11:0] Vel ;
reg [19:0] timercounter ;
reg [11:0] Velcount ;
reg Hall_Adelayed;
reg Hall_Bdelayed;
parameter time_interval = 500000 ;
wire add = (~Hall_A) & (Hall_B) & (~Hall_Adelayed) & (~Hall_Bdelayed) |(Hall_A) & (Hall_B) & (~Hall_Adelayed) & (Hall_Bdelayed)|(Hall_A) & (~Hall_B) & (Hall_Adelayed) & (Hall_Bdelayed)|(~Hall_A) & (~Hall_B) & (Hall_Adelayed) & (~Hall_Bdelayed);
wire minus =(Hall_A) & (~Hall_B) & (~Hall_Adelayed) & (~Hall_Bdelayed)|(~Hall_A) & (~Hall_B) & (~Hall_Adelayed) & (Hall_Bdelayed)|(~Hall_A) & (Hall_B) & (Hall_Adelayed) & (Hall_Bdelayed)|(Hall_A) & (Hall_B) & (Hall_Adelayed) & (~Hall_Bdelayed);
wire zero = (~Hall_A) & (~Hall_B) & (~Hall_Adelayed) & (~Hall_Bdelayed)|(~Hall_A) & (Hall_B) & (~Hall_Adelayed) & (Hall_Bdelayed)|(Hall_A) & (Hall_B) & (Hall_Adelayed) & (Hall_Bdelayed)|(Hall_A) & (~Hall_B) & (Hall_Adelayed) & (~Hall_Bdelayed);
always @(posedge clk_48)
if(reset_n==1) 
 begin
  timercounter <= timercounter +1  ;
  Hall_Adelayed <= Hall_A ;
  Hall_Bdelayed <= Hall_B ;
  if(pos==0 && minus == 1) 
  begin
   pos <=  347 ;   
   cyc <= cyc -1 ;
  end
  else if(add)
  begin
  dir <= 1 ; 
  pos <= pos+1;
  Velcount <= Velcount +1;
  end 
  else if(minus && pos>0)
  begin 
  dir <= 0;
  pos <= pos-1;
  Velcount <= Velcount-1;
  end
  else if(zero)
  begin
  pos <= pos;
  Velcount <= Velcount ;
  end
  if(pos>347) 
  begin
   cyc <= cyc +1 ;
   pos <= pos -348 ;
  end
  if(timercounter> time_interval)
  begin
  if(Velcount >= 0 )
		begin 
		Vel = Velcount ;
		end
  else if(Velcount < 0)
		begin  
		Vel <= (~Velcount)+1 ;
		end
  Velcount <= 0 ;
  timercounter <= 0 ;
  end
end  
else
begin 
pos <= 0 ;
cyc <= 0 ;
dir <= 0 ;
timercounter <= 0 ;
Vel <= 0 ;
end
endmodule
```
==> impl_metrics.ini <==
; implementation run metrics
[outcome]
outcome = complete, no violations

[synth]
yosysWarnings = 1
synth_area_um2 = 3710
flop_cell = dfxtp_1
synth.distinct_cells = 61
synth_cells = 409
synth-seq-cells = 63
edf_count = 14
ys_area_um2 = 3710
async_flop_share = 0
syn_area_per_cell_um2 = 9.06
yosys.stat.seqShare = 0.378
ys_cells = 409

[detailed_routing]
first_pass_iters = 4
diodes = 0
drt_iter0_markers = 158
drc = 0
viasPerCell = 4.95
ant_nets = 0
drt_wl_total_um = 8170
drt-wirelength-per-cell_um = 13.6
dr_total_vias = 2977

[floorplan]
die-area_um2 = 12800
die_x_um = 113
core_area_um2 = 12000
num_io_pins = 33
die_h_um = 113
rows = 40
fp_util = 0.309

[placement]
gp_congestion = 0.851
place_area_um2 = 4200
place_hpwl_um = 5730
dp_worst_setup_slack_ns = 0.865
io_buffers = 32

[cts]
tritoncts = yes
numCtsBuffers = 9
post_cts_resized = 0
post-cts-setup-buffers = 0
clk_latency_ns = 0.33
cts_root_buf = clkbuf_16
path_clk_slew_ns = 0.06
cts_max_level = 3
hold_buffers = 0
clock-sinks = 63
clockBufferDepth = 2

[layout]
fin_area_um2 = 4480
drive_gt1_frac = 0.0661
lay_top_cells = nor2_1 (57), dfxtp_1 (49), nand2_1 (34)
area_growth_pct = 20.8
lay_top_count = nor2_1

[timing]
max_slew_margin = 0.484
fin_crit_ns = 3.87
tightest_slew_ns = 0.773
fin_skew_ns = 0.00799
finalSetupViolCount = 0
finalSetupTns_ns = 0
max_freq_ghz = 0.258
setup_ws_ns = 1.13
slew_violations = 0
period_used_share = 0.774
hold_viol_final = 0
rsz0062_at_grt = false

[worst_setup_path]
ff2ff_setup_slack_ns = 1.84
cp_slowest_cell = ha_1
worstPathRequired_ns = 5.22
worstPathArrival_ns = 4.10
crit_top_cell = a21oi_1
cp-end-kind = flip-flop
path_cells = clkdlybuf4s50_1 > xnor2_1 > nand2_1 > ha_1 > a21oi_1 > o22ai_1 > o2111ai_1 > a21oi_1 > nor3b_1 > o311a_1
crit_type = in2reg
startpoint_type = input port
cp_max_fo = 19
cpPeakStageDelay_ns = 0.60

[hold_path]
hp-class = reg2reg

[run]
maxCapViolations = 0
warning_count = 28

[grt]
grt_overflow = 0
grt_pass1_vias = 2848
grt_first_pass_wirelength_um = 13900
grt_usage = 0.138
grt_max_degree = 25
grt_antenna_before_repair = 0

[power]
p_leak_uw = 0.00174
ir_worst_vdd_v = 0.000200
p_per_area_nw_per_um2 = 560
-- final cells by class --
type / count / area, um^2
clock buffers: 13 / 260
clock inverters: 3 / 16.3
fillers: 1178 / 7530
inverters: 14 / 52.6
multi-input cells: 325 / 2210
flip-flops and latches: 63 / 1400
well taps: 147 / 184
repair buffers: 36 / 350
-- kinds of logic after synthesis --
logic type | after synthesis | synth area share
AOI/OAI and AO/OA | 89 | 0.166
xor gates and xnor gates | 40 | 0.0986
adders and majority gates | 30 | 0.107
buffers and inverters | 21 | 0.0250
DFF | 63 | 0.378
muxes | 10 | 0.0270
other | 1 | 0.00101
and+or+nand+nor | 155 | 0.196
-- Yosys cell counts (all sizes together), types with 8 or more instances --
cell type / number / area share
nor3: 10 / 0.015
inv: 14 / 0.014
nand3: 14 / 0.019
o21ai: 13 / 0.018
nand4: 8 / 0.014
and3: 8 / 0.014
nand2: 36 / 0.038
xnor2: 18 / 0.043
xor2: 22 / 0.056
nor2: 57 / 0.058
a21oi: 26 / 0.036
dfxtp: 49 / 0.26
mux2i: 10 / 0.027
edfxtp: 14 / 0.11
o21a: 9 / 0.018
ha: 27 / 0.091
-- metal layers --
metal	vias up	global-route usage	wire, um
li1	1550	-	-
met1	1371	0.213	4200
met2	48	0.207	3470
met3	8	0.0338	405
met4	0	0.0123	90
met5	-	0	0
-- through the flow --
stage	util	hold WS, ns	cells	power (uW)
after global routing	0.373	0.491	601	2710
after detailed placement	0.350	0.450	585	1920
after floorplan	-	0.422	409	1600
after global placement	0.350	0.449	585	1910
after CTS	0.373	0.473	601	2530
final	0.373	0.471	601	2510
-- final timing paths --
kind	from	to	depth (start not counted)
min reg2reg	Vel[1]	Vel[1]	2
max	Hall_A	pos[11]	10
max reg2reg	Hall_Bdelayed	pos[11]	9
min	Vel[1]	Vel[1]	2
-- sequential cells by signal, indices dropped and copies added, names as in the netlist --
name           flops
timercounter      20
dir                1
Velcount          12
Vel               12
Hall_Bdelayed      1
cyc                4
Hall_Adelayed      1
pos               12
-- power by group --
| part | internal (uW) | total (uW) | switching [uW] |
|---|---|---|---|
| Sequential | 630 | 750 | 120 |
| Combinational | 568 | 1180 | 611 |
| Clock | 361 | 578 | 218 |
| Total | 1560 | 2510 | 949 |
-- worst max-delay path: cells and delay by family --
kind            cells  cell delay (ns)
simple gates        2             0.64
xor+xnor            1             0.33
compound gates      5             1.08
buf+inv             1             0.43
fa+ha+maj           1             0.60
No activity file was given, so power comes from the tool's default toggle rates.
